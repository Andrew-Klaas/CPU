===== design/flow/constraint.sdc =====
current_design arbiter

set clk_period 20.8
set clk_io_pct 0.2

create_clock -name clk0 -period $clk_period [get_ports {clk}]

set non_clock_inputs [all_inputs -no_clocks]
set_input_delay [expr $clk_period * $clk_io_pct] -clock clk0 $non_clock_inputs
set_output_delay [expr $clk_period * $clk_io_pct] -clock clk0 [all_outputs]

===== design/flow/run.sh =====
#!/bin/bash
# OpenROAD 26Q1-2900-gdf79404cd8, Yosys 0.63+post, stock flow scripts
make -C /OpenROAD-flow-scripts/flow DESIGN_CONFIG=/design/flow/config.mk WORK_HOME=/design/flow/orfs finish

===== design/flow/config.mk =====
export PLATFORM = sky130hd
export DESIGN_NAME = arbiter
export DESIGN_NICKNAME = arbiter
export VERILOG_FILES = /design/flow/design.v
export SDC_FILE = /design/flow/constraint.sdc
export NUM_CORES = 4
export LEC_CHECK = 1
export CORE_AREA = 10 10 283 283
export DIE_AREA = 0 0 293 293

===== design/flow/design.v =====
import lc3b_types::*;
module arbiter
(
   input    logic    		clk,								 
	input		logic				l1_i_read,						 
	input		logic[15:0]		l1_i_address,					 
   output   logic[127:0]   l1_i_rdata,
	output 	logic				l1_i_resp,						 
	input		logic				l1_d_write,						 
	input		logic 			l1_d_read,						 
	input		logic[15:0]		l1_d_address,
	input		logic[127:0]	l1_d_wdata,
   output   logic[127:0]   l1_d_rdata,
	output	logic				l1_d_resp,						 
	input		logic[127:0]	l2_rdata,						 
	input		logic 			l2_resp,							 
	output	logic				l2_write,						 
	output	logic 			l2_read,							 
	output	logic[15:0]		l2_address,						 
	output	logic[127:0]	l2_wdata 						 
);
enum int unsigned
{
                                 st_ready,                             
                st_L2_to_I,    st_L2_to_D,     st_D_to_L2,             
           st_L2_to_I_done,   st_L2_to_D_done,   st_D_to_L2_done      
} state;
always_ff @(posedge clk)
begin : state_logic
   case (state)
      st_ready:
      begin
         if (l1_i_read)
         begin
            state <= st_L2_to_I;
            l2_address <= l1_i_address;
         end else begin
            case ({l1_d_read, l1_d_write})
               2'b10:
               begin
                  state <= st_L2_to_D;
                  l2_address <= l1_d_address;
               end
               2'b01:
               begin
                  state <= st_D_to_L2;
                  l2_address <= l1_d_address;
                  l2_wdata <= l1_d_wdata;
               end
               default:
                  state <= st_ready;
            endcase
         end
      end
      st_L2_to_I:
         if (l2_resp)
         begin
            state <= st_L2_to_I_done;
            l1_i_rdata <= l2_rdata;
         end
      st_L2_to_D:
         if (l2_resp)
         begin
            state <= st_L2_to_D_done;
            l1_d_rdata <= l2_rdata;
         end
      st_D_to_L2:
         if (l2_resp)
            state <= st_D_to_L2_done;
      default:
         state <= st_ready;
   endcase
end
assign   l2_read   = (state == st_L2_to_I) || (state == st_L2_to_D);
assign   l2_write  = (state == st_D_to_L2);
assign   l1_i_resp = (state == st_L2_to_I_done);
assign   l1_d_resp = (state == st_L2_to_D_done) || (state == st_D_to_L2_done);
endmodule : arbiter

==> results.sh <==
# source this file to load flow results
export IMPL_status="finished clean"
export IMPL_area_delta_synth_final_pct=77.7
export IMPL_setup_viol=0
export IMPL_first_iter_violations=283
export IMPL_p_per_area_nw_per_um2=93.5
export IMPL_path_clk_slew_ns=0.06
export IMPL_yosys_area_top_type="edfxtp_1"
export IMPL_finalHoldViolCount=0
export IMPL_finalCriticalPeriod_ns=6.68
export IMPL_hpwl_microns=38400
export IMPL_cts_path_max_buffers=3
export IMPL_drtAntennaViolNets=0
export IMPL_utilization_pct=29.8
export IMPL_place_congestion=0.856
export IMPL_worst_pin_slew_ns=0.742
export IMPL_intPower_mw=1.63
export IMPL_fp_util_pct=16.8
export IMPL_maxCapViolations=0
export IMPL_tns_ns=0
export IMPL_insertion_delay_ns=0.56
export IMPL_worstPathMaxFanout=51
export IMPL_pwr_share_clk_pct=36.8
export IMPL_avgViaCountPerCell=3.46
export IMPL_wl_met3_microns=8530
export IMPL_met1_length_microns=15200
export IMPL_cts_sinks=403
export IMPL_clock_skew_ns=0.0134
export IMPL_ys_flops=403
export IMPL_yosys_area_sq_um=12500
export IMPL_start_kind="primary input"
export IMPL_p_switching_uw=444
export IMPL_max_slew_margin_pct=50.5
export IMPL_hp_class="register to register"
export IMPL_port_buffers=696
export IMPL_ctsRootBufferMaster="clkbuf_16"
export IMPL_leakage_nw=7.25
export IMPL_cp_required_ns=20.99
export IMPL_die_size_y_microns=293
export IMPL_cts_tree="yes"
export IMPL_drive_gt1_share_pct=7.80
export IMPL_grt_pass1_vias=8448
export IMPL_rsz0062_at_grt="no"
export IMPL_tool_warnings=26
export IMPL_antenna_found_initial=24
export IMPL_pwr_share_comb_pct=13.4
export IMPL_r2r_end="l1_i_rdata[125]"
export IMPL_netlist_area_sq_um=12500
export IMPL_grt_max_degree=60
export IMPL_slew_viol_final=0
export IMPL_yosys_area_top_type_share_pct=97.1
export IMPL_ctsHoldBuffers=0
export IMPL_syn_avg_cell_area_sq_um=27.9
export IMPL_post_cts_buffers=0
export IMPL_hp_start="state[0]"
export IMPL_path_class="primary input to register"
export IMPL_synth_cells=447
export IMPL_rr_startpoint="state[2]"
export IMPL_drt_wl_total_microns=48000
export IMPL_firstDrtPassIters=4
export IMPL_seqPwrFrac_pct=49.8
export IMPL_core_rowCount=100
export IMPL_period_used_pct=32.1
export IMPL_setup_ws_ns=14.12
export IMPL_routed_wl_met2_microns=22700
export IMPL_cp_data_arrival_time_ns=6.87
export IMPL_wl_per_cell_microns=21.8
export IMPL_cts_max_level=2
export IMPL_total_power_mw=2.07
export IMPL_yosysWarnings=2
export IMPL_cts_resized=0
export IMPL_chipArea_sq_um=85800
export IMPL_vias=7627
export IMPL_yosysCellCount=447
export IMPL_irDropWorstVdd_uv=84.3
export IMPL_nFillCells=7217
export IMPL_synth_seq_share_pct=97.1
export IMPL_whs_path_depth=1
export IMPL_worst_setup_path_end_kind="register"
export IMPL_cts_inserted_buffers=44
export IMPL_overflow=0
export IMPL_hold_path_end="state[0]"
export IMPL_r2r_slack_ns=17.55
export IMPL_ioPinCount=697
export IMPL_core_area_sq_um=74200
export IMPL_max_freq_mhz=150
export IMPL_ys_types=21
export IMPL_drc=0
export IMPL_die_w_microns=293
export IMPL_grt_pass1_wl_microns=65300
export IMPL_routed_top_layer="met5"
export IMPL_place_ws_ns=13.49
export IMPL_p_sw_share_pct=21.4
export IMPL_grt_usage_pct=11.1
export IMPL_area_leaders="edfxtp_1 97%, mux2_2 1.4%, ha_1 0.20%, nor3_1 0.12%, nor2_1 0.12%"
export IMPL_worstRegToRegCells=4
per-layer routing:
| metal | track usage (%) | vias to the layer above |
|---|---|---|
| met3 | 8.71 | 103 |
| met2 | 17.6 | 555 |
| li1 | - | 3339 |
| met5 | 0 | - |
| met1 | 11.2 | 3596 |
| met4 | 2.40 | 34 |
worst max-delay path, cell delays in order:
cell and delay, ns:
clkdlybuf4s50_1 0.51, and4bb_4 0.52, buf_4 0.42, buf_4 0.49, buf_4 0.64
synthesized netlist by cell type:
cell type / number
nor2b_1: 1
mux2_2: 16
buf_2: 2
nor3_1: 3
clkbuf_1: 1
a21oi_1: 1
or4_1: 1
ha_1: 2
inv_1: 2
and4bb_2: 1
and2_1: 1
and3_1: 1
nor2_1: 4
edfxtp_1: 403
buf_4: 1
a2111oi_0: 1
nand2_1: 2
xnor2_1: 1
or3_1: 1
and3b_2: 1
buf_6: 1
cell usage in the layout, fill, tap and decap left out, types with 2 or more instances in the layout:
| cell type | synthesis | final |
|---|---|---|
| buf_4 | 1 | 11 |
| bufinv_16 | 0 | 4 |
| clkbuf_1 | 1 | 8 |
| clkbuf_16 | 0 | 45 |
| clkdlybuf4s50_1 | 0 | 696 |
| clkinv_1 | 0 | 9 |
| clkinv_2 | 0 | 4 |
| clkinvlp_4 | 0 | 7 |
| diode_2 | 0 | 6 |
| edfxtp_1 | 403 | 403 |
| ha_1 | 2 | 2 |
| inv_1 | 2 | 2 |
| inv_6 | 0 | 3 |
| mux2_2 | 16 | 16 |
| nand2_1 | 2 | 2 |
| nor2_1 | 4 | 4 |
| nor3_1 | 3 | 2 |
power groups by stage:
stage	clock [mW]	sequential (mW)	combinational, mW
finish	0.761	1.03	0.278
global route	0.822	1.04	0.302
CTS	0.787	1.03	0.288
registers in the layout, summed over array words and instances (netlist names):
name,count
l1_d_rdata,128
l1_i_rdata,128
l2_wdata,128
l2_address,16
state,3
how the worst max path moves through the flow:
| stage | from | endpoint | slack (ns) | cells past startpoint |
|---|---|---|---|---|
| CTS | l2_resp | l1_i_rdata[60] | 14.12 | 5 |
| global route | l2_resp | l1_i_rdata[23] | 13.97 | 5 |
| finish | l2_resp | l1_i_rdata[125] | 14.12 | 5 |
layout make-up:
class                   instances  area, sq um  share of cell area [%]
flip-flops and latches        403        12100                    54.7
repair buffers                707         7050                    31.8
well taps                     969         1210                    5.48
multi-input cells              37          340                    1.54
clock inverters                28          262                    1.18
inverters                       2         7.51                  0.0339
clock buffers                  53         1160                    5.22
diodes                          6         15.0                  0.0678
cells by family after synthesis:
logic type               Yosys count  synth area share (%)
AND/OR/NAND/NOR                   16                 0.743
buffers and inverters              7                 0.321
flip-flops                       403                  97.1
multiplexers                      16                  1.45
XOR/XNOR                           1                0.0703
adder cells (fa/ha/maj)            2                 0.201
AND-OR/OR-AND                      2                 0.110
per-stage QoR:
| stage | cells | area [sq um] | hold WS (ns) |
|---|---|---|---|
| after global routing | 2200 | 22100 | 0.845 |
| after CTS | 2199 | 22100 | 0.787 |
| after floorplan | 447 | 12500 | 0.620 |
| after detailed placement | 2118 | 20700 | 0.772 |
| after global placement | 2118 | 20700 | 0.753 |
| final | 2205 | 22100 | 0.799 |
Power is estimated from default activity; no workload was simulated.
