<file path="design/flow/config.mk">
export PLATFORM = sky130hd
export DESIGN_NAME = regfile
export DESIGN_NICKNAME = regfile
export VERILOG_FILES = /design/flow/design.v
export SDC_FILE = /design/flow/constraint.sdc
export NUM_CORES = 4
export LEC_CHECK = 1
export CORE_UTILIZATION = 30
</file>
<file path="design/flow/design.v">
import lc3b_types::*;
module regfile
(
    input clk,
    input load,
    input logic [15:0] in,
    input logic [2:0] src_a, src_b, destt,
    output logic [15:0] reg_a, reg_b
);
logic [15:0] data [7:0];
initial
begin
    for (int i = 0; i < $size(data); i++)
    begin
        data[i] = {i[3:0], 12'h000};  
		  data[i] = 16'b0000000000000000;
    end
end
always_ff @(posedge clk)
begin
    if (load == 1)
    begin
        data[destt] = in;
    end
end
always_comb
begin
    reg_a = destt == src_a && load ? in : data[src_a];
    reg_b = destt == src_b && load ? in : data[src_b];
end
endmodule : regfile
</file>
<file path="design/flow/constraint.sdc">
current_design regfile

set clk_period 5.6
set clk_io_pct 0.2

create_clock -name clk0 -period $clk_period [get_ports {clk}]

set non_clock_inputs [all_inputs -no_clocks]
set_input_delay [expr $clk_period * $clk_io_pct] -clock clk0 $non_clock_inputs
set_output_delay [expr $clk_period * $clk_io_pct] -clock clk0 [all_outputs]
</file>
<file path="design/flow/run.sh">
#!/bin/bash
# OpenROAD 26Q1-2900-gdf79404cd8, Yosys 0.63+post, stock flow scripts
make -C /OpenROAD-flow-scripts/flow DESIGN_CONFIG=/design/flow/config.mk WORK_HOME=/design/flow/orfs finish
</file>
==> results.yml <==
# yosys + openroad results
drt:
  detailroute.via_count: 3366
  antenna_cells_inserted: 0
  first_iter_violations: 138
  viasPerCell: 5.09
  drc: 0
  drt_wl_total_um: 14200
  firstDrtPassIters: 4
  antenna_left: 0
  avgRoutedWirePerCell_um: 21.6
place:
  post-place-cells: 629
  final_gp_congestion: 0.760
  buffer_ports.inserted: 58
  hpwlAfterDp_um: 8480
  post-place-ws_ns: 0.770
global_route:
  grt_first_pass_wirelength_um: 21400
  grt_start_max_net_pins: 34
  globalRoute.busiestLayer: "met2"
  grt_util_met3: 0.0916
  globalRouteOverflowTotal: 0
  grt_antenna_before_repair: 0
  use_met2: 0.228
  grtUsageMet1: 0.169
  grt_util_all_layers: 0.141
  grt_pass1_vias: 3778
setup_path:
  worstSetupPathType: "input port to primary output"
  timing.critical_path.slowest_cell_delay_ns: 0.97
  timing.critical_path.arrival_ns: 3.69
  crit_path_cell_trace: "clkdlybuf4s50_1 -> buf_4 -> mux4_1 -> mux2_2 -> mux2_4 -> clkdlybuf4s50_1"
  worst_path_most_repeated_cell: "clkdlybuf4s50_1"
  worst_ep_required_time_ns: 4.48
  crit_fanout: 15
  cp_slowest_cell: "clkdlybuf4s50_1"
  kind_of_start_point_of_the_critical_path: "input port"
  worstSetupEndpointType: "primary output"
yosys:
  ys_cells: 301
  seq_area_frac_synth: 0.586
  yosys_warnings: 2
  ys_area_um2: 6560
  syn-cell-area_um2: 6560
  synthDistinctLibCells: 15
  synth.top_cell.area_share: 0.586
  synth_area_leaders: "edfxtp_1 59%, mux4_1 24%, mux2_2 9.1%"
  post_synthesis_sequential_element_count: 128
  synth_cells: 301
  avgSynthCellArea_um2: 21.8
  cell_type_with_the_largest_total_area: "edfxtp_1"
final_timing:
  final_critical_path_setup_slack_ns: 0.793
  timing.final.crit_share: 0.858
  achievable-frequency_mhz: 208
  hold_violations: 0
  worstMarginPinSlew_ns: 0.776
  setup_repair_after_global_routing_missed_its_margin: "no"
  setup_violations: 0
  fin_setup_tns_ns: 0
  timing.max_slew.rel_slack: 0.481
  holdWs_ns: 1.50
  slew_violations: 0
  layout_min_cycle_time_ns: 4.81
clock_network:
  cts_sinks: 128
  post-cts-setup-buffers: 0
  cts.root.buffer_cell: "clkbuf_16"
  clkSlewWorstSetupHoldPaths_ns: 0.05
  htree_levels: 4
  cts-resized-gates: 0
  clock_tree.buffer_depth: 2
  tritoncts: "done"
  cts_hold_buffers: 0
  number_of_cts_inserted_buffers: 17
floorplan:
  area_of_the_die_um2: 22500
  rows: 53
  coreArea_um2: 21200
  die_width_um: 150
  fp-utilization: 0.309
  die_y_um: 150
  io-pin-count: 59
job:
  maxCapViolCount: 0
  warning_count: 25
pwr:
  clkPwrFrac: 0.460
  p_int_uw: 2050
  p_sw_frac: 0.197
  max-vdd-ir-drop_v: 0.000210
  total_power_divided_by_cell_area_nw_per_um2: 315
  p_sw_uw: 502
  seq_power_share: 0.431
  power_frac_comb: 0.109
  leakage_uw: 0.00280
finish:
  most_frequent_logic_cell_in_the_layout: "edfxtp_1"
  post_route_cells_drive_above_1_share: 0.316
  layout_utilization: 0.382
  final_cell_mix: "128 x edfxtp_1, 60 x mux4_1, 56 x clkdlybuf4s50_1"
  area_growth_pct: 23.6
  final-instance-count-excl-fill: 661
  largest_register_ffs: 128
min_path:
  timing.hold.worst.start: "in[14]"
  hold_path_class: "input port to flip-flop"
  whs_path_depth: 1
  hold_path_end: "data[4][14]"
outcome:
  result_of_the_run: "finished, final reports clean"
==> Yosys cell counts <==
cell type,instances
xnor2_1,6
nor2_1,6
buf_6,9
buf_4,1
mux4_1,60
edfxtp_1,128
nand2b_1,3
mux2_2,53
nand4_1,2
nor3_1,2
clkbuf_1,11
mux2_4,11
nand2_1,2
buf_2,3
mux4_2,4
==> final cells by class <==
type,count,area (µm²)
sequential,128,3840
tap,275,344
fill,1888,13100
multi-input combinational,149,2560
clock inverter,15,218
clock buffer,17,425
timing repair buffer,77,713
==> worst max-delay path: cells and delay by family <==
kind / cells / cell delay (ns)
buffers and inverters: 3 / 1.71
muxes: 3 / 0.85
==> metal layers <==
layer | vias to the layer above | part of all wire
li1 | 1498 | -
met1 | 1657 | 0.37
met2 | 202 | 0.50
met3 | 9 | 0.12
met4 | 0 | 0.0066
met5 | - | 0
==> power groups by stage <==
| stage | Sequential, µW | Clock [µW] | Combinational, µW |
|---|---|---|---|
| CTS | 1100 | 1190 | 284 |
| global route | 1100 | 1240 | 300 |
| finish | 1100 | 1170 | 277 |
==> stage by stage <==
stage	total power, µW	cell area (µm²)
final	2550	8110
after CTS	2580	8110
after floorplan	1270	6560
after global placement	1400	7460
after detailed placement	1400	7460
after global routing	2640	8110
==> kinds of logic after synthesis <==
| family | share of synthesized area |
|---|---|
| AND/OR/NAND/NOR | 0.0109 |
| XOR/XNOR | 0.00801 |
| multiplexers | 0.370 |
| flip-flops | 0.586 |
| buffers and inverters | 0.0252 |
==> worst max path at each step <==
stage	start	endpoint	depth (start not counted)
5_1_grt	src_b[1]	reg_b[12]	6
6_report	src_b[1]	reg_b[7]	6
4_1_cts	src_b[1]	reg_b[7]	6
Power and IR drop assume default switching activity.
