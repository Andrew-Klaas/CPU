==> flow/design.v <==
import lc3b_types::*;
module array #(parameter width = 128)
(
    input clk,
    input write,
    input [2:0] index,
    input [width-1:0] datain,
    output logic [width-1:0] dataout
);
logic [width-1:0] data [7:0];
initial
begin
    for (int i = 0; i < $size(data); i++)
    begin
        data[i] = 1'b0;
    end
end
always_ff @(posedge clk)
begin
    if (write == 1)
    begin
        data[index] = datain;
    end
end
assign dataout = data[index];
endmodule : array
==> flow/run.sh <==
#!/bin/bash
# OpenROAD 26Q1-2900-gdf79404cd8, Yosys 0.63+post, stock flow scripts
make -C /OpenROAD-flow-scripts/flow DESIGN_CONFIG=/design/flow/config.mk WORK_HOME=/design/flow/orfs finish
==> flow/config.mk <==
export PLATFORM = sky130hd
export DESIGN_NAME = array
export DESIGN_NICKNAME = array
export VERILOG_FILES = /design/flow/design.v
export SDC_FILE = /design/flow/constraint.sdc
export NUM_CORES = 4
export LEC_CHECK = 1
export CORE_UTILIZATION = 30
==> flow/constraint.sdc <==
current_design array

set clk_period 18.1
set clk_io_pct 0.2

create_clock -name clk0 -period $clk_period [get_ports {clk}]

set non_clock_inputs [all_inputs -no_clocks]
set_input_delay [expr $clk_period * $clk_io_pct] -clock clk0 $non_clock_inputs
set_output_delay [expr $clk_period * $clk_io_pct] -clock clk0 [all_outputs]
==> flow_summary.toml <==
# synthesis and place-and-route metrics
[sta]
fin_ws_ns = 6.95
rsz0062_at_grt = "false"
hold_ws_ns = 3.63
setup_viol = 0
tns_ns = 0
tightestPinTransition_ns = 0.782
drv_slew = 0
clock.fmax_mhz = 89.7
fin_crit_sh = 0.616
final.min_clock_period_ns = 11.15
relSlewSlack = 0.479
hold_viol = 0

[clock_tree]
cts_root_buffer = "clkbuf_16"
cts.path.max_buffers = 3
cts.sinks = 1024
cts_tree = "built"
post_cts_buffers = 0
ctsHoldBuffers = 0
numCtsBuffers = 107
cts_max_level = 3
clk_pin_slew_worst_paths_ns = 0.06
ctsResizeCount = 0

[yosys]
most_common_cell = "edfxtp_1"
ys_area_um2 = 38700
synth_area_um2 = 38700
ys.flops = 1024
synthArstFlopShare = 0
yosysUniqueCellTypes = 19
ys_cells = 1678
top_cells_by_area = "edfxtp_1, mux4_2, mux2_2"
synth.avg_cell_area_um2 = 23.1
synthCells = 1678
ys.flop_type = "edfxtp_1"
yosys_warnings = 2
synth.largest_area_cell = "edfxtp_1"
edf_count = 1024
yosys.area.top_type_share = 0.795
synth_seq_share = 0.795
common_cells = "edfxtp_1, mux2_2, mux4_2, a22oi_1, nand2_1"

[floorplan]
core_area_um2 = 128000
fp.dieW_um = 361
ios = 261
fp_util = 0.303
chipHeight_um = 361
dieArea_um2 = 130000
fp-row-count = 131

[global_route]
globalRouteMet3Util = 0.120
met2_usage = 0.216
grt.total_usage = 0.140
overflow = 0
antenna_found_initial = 24
grt_pass1_vias = 20515
use_met1 = 0.147
grt_pass1_wl_um = 126000
top_usage_layer = "met2"
grt_max_degree = 71

[power]
internal_power_uw = 4130
power_density_nw_per_um2 = 110
clock_power_share = 0.414
seq_power_share = 0.523
p_leak_uw = 0.0145
p_total_uw = 5170
p_sw_frac = 0.203
p_switching_uw = 1050
ir_drop_uv = 72.5
p_comb_frac = 0.063

[placed_design]
port-buffer-count = 260
pre_cts_ws_ns = 6.85
hpwl_um = 45100
placedInstanceArea_um2 = 43400
gp_congestion = 0.736

[layout]
area_growth_pct = 21.0
n_fill_cell = 11256
seqCellArea_um2 = 30700
drive_gt1_frac = 0.285
final_area_um2 = 46800
largest_reg_flops = 1024
combGateArea_um2 = 7510

[routing]
drc = 0
antenna_left = 0
wl_um = 85600
dr.pass1.iters = 4
drt-initial-drc-count = 961
vias_per_cell = 4.81
vias = 18072
routedWlPerCell_um = 22.8

[run_status]
outcome = "finished, final reports clean"

[critical_path]
cp-start-kind = "primary input"
endpoint_kind = "output pin"
cp.arrival_ns = 7.53
cp_max_fo = 70
required_ns = 14.48
crit_type = "primary input to output pin"

[run]
warnings = 26
cap_violations = 0

[hold_path]
hold-path-endpoint = "data[5][44]"
hold_path_class = "primary input to register"
hp-start = "datain[44]"
hold_depth = 1
==> power by group through the flow <==
stage	Clock (uW)	Sequential [uW]	Combinational, uW
4_1_cts	2200	2710	333
5_1_grt	2290	2710	353
6_report	2140	2710	323
==> final cells by class <==
class                   instances  share of cell area
repair buffers                309              0.0642
well taps                    1662              0.0444
inverters                       2            0.000160
clock buffers                 138              0.0606
flip-flops and latches       1024               0.657
diodes                          1           0.0000534
multi-input cells             561               0.160
clock inverters                58              0.0137
==> routing by layer <==
layer | vias to the layer above | wire [um]
li1 | 7751 | -
met1 | 8881 | 27800
met2 | 1229 | 41100
met3 | 163 | 14700
met4 | 48 | 1650
met5 | - | 374
==> per-stage QoR <==
step,cells,util
6_report,3755,0.367
3_5_place_dp,3558,0.340
3_3_place_gp,3558,0.340
2_1_floorplan,1678,-
5_1_grt,3755,0.367
4_1_cts,3754,0.367
==> worst max-delay path, cell delays in order <==
cell	delay [ns]
buf_8	0.45
buf_4	0.64
buf_4	0.71
buf_4	0.65
mux4_2	0.60
mux2_2	0.29
clkdlybuf4s50_1	0.43
==> cells by family after synthesis <==
| group | Yosys count | synth area share |
|---|---|---|
| muxes | 383 | 0.163 |
| DFF | 1024 | 0.795 |
| and+or+nand+nor | 57 | 0.00595 |
| buffers and inverters | 93 | 0.0134 |
| AOI/OAI and AO/OA | 121 | 0.0235 |
==> layout by cell type, fill, tap and decap left out <==
master and count:
edfxtp_1 1024, clkdlybuf4s50_1 257, mux2_2 207, mux4_2 176, clkbuf_16 109, a22oi_1 79
buf_4 47, nand2_1 43, o211ai_1 39, clkbuf_1 29, clkinv_2 19, clkinv_1 18
bufinv_16 11, nor2_4 6, nor3_2 3, clkinvlp_4 3, inv_6 3, inv_1 2
nor2b_4 2, a221oi_1 2, clkinv_16 2, inv_16 2, buf_8 2, buf_12 2
diode_2 1, nor2b_1 1, and2_2 1, o21ai_0 1, nand2b_1 1, buf_6 1
==> how the worst max path moves through the flow <==
stage	start	end	slack [ns]	cells after the start
after CTS	index[0]	dataout[76]	6.83	7
after global routing	index[0]	dataout[76]	6.66	7
final	index[0]	dataout[76]	6.95	7
Power and IR drop assume default switching activity.
